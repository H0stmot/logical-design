`design.v`:
```
module ring_fifo #(
    parameter DEPTH = 16,              
    parameter DATA_WIDTH = 8           
) (
    input wire clk,
    input wire reset,
    input wire write,
    input wire [DATA_WIDTH-1:0] datain,
    input wire read,
    output wire [DATA_WIDTH-1:0] dataout,
    output wire val,
    output wire full
);
     localparam size = $clog2(DEPTH); 
    reg [size - 1:0] wr_ptr;                                                 
    reg [size - 1:0] rd_ptr;
    reg [DATA_WIDTH-1:0] buffer [0:DEPTH-1];
    reg lst_op = 0;                                                          
    wire empty = (wr_ptr == rd_ptr) & !lst_op;                               
    assign full = (wr_ptr == rd_ptr) & lst_op;                               
    assign dataout = buffer[rd_ptr]; 
    assign val = ~empty;
    always @(posedge clk) begin                                              
        if (reset) begin
            wr_ptr <= 0;
            rd_ptr <= 0;
        end else begin
            if (write && !full) begin
                wr_ptr <= (wr_ptr == DEPTH-1) ? 0 : wr_ptr + 1;              
                lst_op <= 1'b1; 
            end
            else if (read && !empty) begin
                rd_ptr <= (rd_ptr == DEPTH-1) ? 0 : rd_ptr + 1;              
                lst_op <= 1'b0;
            end
            else if (read && !empty && write) begin                          
                rd_ptr <= (rd_ptr == DEPTH-1) ? 0 : rd_ptr + 1;
                wr_ptr <= (wr_ptr == DEPTH-1) ? 0 : wr_ptr + 1;
            end
        end
    end
    always @(posedge clk) begin                                              
        buffer[wr_ptr] <= write & (!full | read)  ? datain  :  buffer[wr_ptr];
    end
endmodule
```
`run.sh`:
```
#!/bin/bash
# OpenROAD 26Q1-2900-gdf79404cd8, Yosys 0.63+post, stock flow scripts
make -C /OpenROAD-flow-scripts/flow DESIGN_CONFIG=/design/flow/config.mk WORK_HOME=/design/flow/orfs finish
```
`config.mk`:
```
export PLATFORM = sky130hd
export DESIGN_NAME = ring_fifo
export DESIGN_NICKNAME = ring_fifo
export VERILOG_FILES = /design/flow/design.v
export SDC_FILE = /design/flow/constraint.sdc
export NUM_CORES = 4
export LEC_CHECK = 1
export CORE_UTILIZATION = 40
```
`constraint.sdc`:
```
current_design ring_fifo

set clk_period 4.8
set clk_io_pct 0.2

create_clock -name clk0 -period $clk_period [get_ports {clk}]

set non_clock_inputs [all_inputs -no_clocks]
set_input_delay [expr $clk_period * $clk_io_pct] -clock clk0 $non_clock_inputs
set_output_delay [expr $clk_period * $clk_io_pct] -clock clk0 [all_outputs]
```
==> reports/results.ini <==
[pwr]
clock_power_share_pct = 38.6
pwr-share-seq_pct = 43.2
leakage_nw = 2.210
p_comb_share_pct = 18.2
p_sw_uw = 802.0
intPower_mw = 2.552
swShare_pct = 23.91
p_total_mw = 3.354
peakVddDrop_v = 0.0002769
power_density_nw_per_um2 = 486.8

[drt]
via_count = 2911
dr.first_iter.drc_count = 175
first_pass_iters = 4
vias_per_cell = 5.598
wl_per_cell_um = 21.99
drc = 0
wl_mm = 11.43
ant_nets = 0
diodes = 0

[synth]
ys_cells = 285
syn_area_sq_um = 5808
yosysWarnings = 1
ys_types = 41
ys.flop_type = edfxtp_1
synth.most_common_cell = edfxtp_1
async_reset_ff_share_pct = 0
ys_area_sq_um = 5808
avgSynthCellArea_sq_um = 20.38
top_cells_by_area = edfxtp_1 67%, mux4_1 11%, mux4_2 6.2%
edf_count = 129
synthCells = 285
synthTopCellsByCount = 129 x edfxtp_1, 24 x mux4_1, 16 x mux4_2
top_area_cell = edfxtp_1
numSynthFlops = 141
ys_seq_share_pct = 70.83
yosysTopAreaCellShare_pct = 66.70

[layout]
drive_above_1_share_pct = 21.47
fill_cells = 1110
design_area_sq_um = 6890
syn_to_final_growth_pct = 18.63
utilization_pct = 49.07
final_cells = 520

[die]
die_h_um = 122.5
fp-row-count = 43
die-width_um = 122.5
fp_util_pct = 41.36
core_sq_um = 14040
dieArea_sq_um = 15010
io_pins = 22

[critical_path]
crit_arrival_ps = 3010
crit_slowest_cell = dfxtp_2
crit_chain = buf_4 > mux4_1 > mux4_2 > clkdlybuf4s50_1
startpoint_type = flip-flop
critPathRequiredTime_ps = 3840
crit_path_max_incr_delay_ps = 620
cp-end-kind = output port
crit_fanout = 19
path_class = reg2out

[sta]
worstMarginPinSlew_ps = 1110
setup-tns-final_ps = 0
slew_headroom_pct = 25.43
post-route-min-period_ps = 3975
hold_viol_final = 0
setup_violations = 0
fmax_ghz = 0.2516
rsz0062_at_grt = false
fin_skew_ps = 5.252
finalCritPeriodShare_pct = 82.81
drv_slew = 0

[clock_tree]
clock_path_buffers = 2
cts_tree = built
hold_buffers = 0
cts_setup_buffers = 0
root_buffer = clkbuf_16
cts_resized = 0
cts_buffers = 17
clk_pin_slew_worst_paths_ps = 60
clock.latency.late_pin_ps = 410
htree_levels = 4
clock-sinks = 141

[worst_hold_path]
hold_class = reg2reg

[grt]
grt_max_degree = 33
grt_usage_pct = 18.00
grt_pass1_wl_mm = 17.35
grt_pass1_vias = 3024
grt_overflow = 0
antenna_found_initial = 0

[job]
tool_warnings = 28
drv_cap = 0

[place]
place_area_sq_um = 6296
dp.cells = 489
gp_congestion = 0.8426
portBuffers = 21
place_hpwl_mm = 7.121

[run_status]
outcome = complete, no violations

through the flow:
stage	hold WS, ps	worst slack [ps]
floorplan	498.8	2215
global placement	530.1	1230
detailed placement	538.8	1210
CTS	550.2	767.3
global route	599.5	686.1
finish	555.2	825.1
metal layers:
metal | part of all wire (%) | global-route usage, %
met5 | 0 | 0
met4 | 0.98 | 2.134
met3 | 13 | 12.43
met2 | 48 | 26.05
met1 | 38 | 24.69
power groups by stage:
| stage | Combinational [mW] | Sequential (mW) | Clock [mW] |
|---|---|---|---|
| 4_1_cts | 0.624 | 1.45 | 1.32 |
| 5_1_grt | 0.666 | 1.46 | 1.38 |
| 6_report | 0.611 | 1.45 | 1.30 |
worst max-delay path: cells and delay by family, from the launching register on:
| family | cells | cell delay, ps |
|---|---|---|
| DFF | 1 | 620 |
| buffers and inverters | 2 | 900 |
| muxes | 2 | 1070 |
area by class of cell:
cell class              instances  area (sq um)  area share (%)
flip-flops and latches        141          4115           59.72
well taps                     180         225.2           3.269
repair buffers                 39         345.3           5.012
clock inverters                13         165.2           2.397
inverters                       8         30.03          0.4358
clock buffers                  18         429.2           6.228
multi-input cells             121          1580           22.93
flip-flops by register name, indices dropped and copies added (netlist names), named ones only:
signal and count:
wr_ptr 4, lst_op 1, buffer 128, rd_ptr 4
cell families after synthesis:
| logic type | count (synthesis) | share of synthesized area (%) |
|---|---|---|
| AOI/OAI and AO/OA | 18 | 2.305 |
| xor gates and xnor gates | 4 | 0.6031 |
| adders and majority gates | 5 | 1.077 |
| buffers and inverters | 23 | 2.391 |
| DFF | 141 | 70.83 |
| muxes | 50 | 19.07 |
| and+or+nand+nor | 44 | 3.727 |
final timing paths:
check	start	to	slack [ps]	cells after the start
min reg2reg	rd_ptr[1]$_SDFFE_PP0P_	rd_ptr[1]$_SDFFE_PP0P_	560	2
max reg2reg	wr_ptr[2]$_SDFFE_PP0P_	buffer[4][7]$_DFFE_PP_	2010	5
min	rd_ptr[1]$_SDFFE_PP0P_	rd_ptr[1]$_SDFFE_PP0P_	560	2
max	flip-flop	dataout[0]	830	4
placed cells by master, fill, tap and decap left out, types with 4 or more instances in the layout:
cell type and instances:
nor4_2 4, inv_1 7, clkdlybuf4s50_1 21, edfxtp_1 129
clkbuf_16 17, buf_4 18, clkinvlp_4 4, dfxtp_1 11
nand3_1 4, mux4_2 16, nand2_1 14, nor2_1 8
mux4_1 24, a21oi_1 4, xnor2_1 4, ha_1 5
nor3_1 9, mux2i_1 6
No activity file was given, so power comes from the tool's default toggle rates.
