**flow/design.v**
```verilog
module fifo_sh #(
    parameter DEPTH = 16,          
    parameter DATA_WIDTH = 8       
)(
    input wire clk,
    input wire reset,
    input wire write,
    input wire [DATA_WIDTH-1:0] datain,
    input wire read,
    output wire [DATA_WIDTH-1:0] dataout,
    output wire val,
    output wire full
);
    reg [DATA_WIDTH-1:0] buffer [0:DEPTH-1]; 
    reg [$clog2(DEPTH):0] cnt;             
    reg empty;
    assign val = ~empty;
    assign full = (cnt == DEPTH);
    wire write_permitted = (!full | read) & write;
    wire read_permitted = val & read; 
    wire wr_n_rd_simult = write & read & !empty;
    assign dataout = buffer[0];
    always @(posedge clk) begin
        if (reset) begin
            cnt <= 0;
            empty <= 1;
        end
        else if (read_permitted & ~write_permitted) begin
            empty <= (cnt == 1) ? 1'b1 : 1'b0;
            cnt <= cnt - 1;
        end
        else if (write_permitted & ~read_permitted) begin
            cnt <= cnt + 1;
            empty <= 0;
        end
    end
    genvar i;
    generate 
        for (i = 0; i < DEPTH; i = i + 1) begin: loop0
            always @(posedge clk) begin
                if (wr_n_rd_simult) begin
                    buffer[i] <= (i + 1 == cnt) ? datain : 
                                (i + 1 < cnt) ? buffer[i+1] : buffer[i];
                end
                else if (write_permitted & (i == cnt)) begin
                    buffer[i] <= datain;
                end
                else if (read_permitted & (i < cnt)) begin
                    buffer[i] <= buffer[i+1];
                end
            end
        end
    endgenerate
endmodule
```
**flow/run.sh**
```bash
#!/bin/bash
# OpenROAD 26Q1-2900-gdf79404cd8, Yosys 0.63+post, stock flow scripts
make -C /OpenROAD-flow-scripts/flow DESIGN_CONFIG=/design/flow/config.mk WORK_HOME=/design/flow/orfs finish
```
**flow/config.mk**
```make
export PLATFORM = sky130hd
export DESIGN_NAME = fifo_sh
export DESIGN_NICKNAME = fifo_sh
export VERILOG_FILES = /design/flow/design.v
export SDC_FILE = /design/flow/constraint.sdc
export NUM_CORES = 4
export LEC_CHECK = 1
export CORE_UTILIZATION = 50
```
**flow/constraint.sdc**
```tcl
current_design fifo_sh

set clk_period 4.7
set clk_io_pct 0.2

create_clock -name clk0 -period $clk_period [get_ports {clk}]

set non_clock_inputs [all_inputs -no_clocks]
set_input_delay [expr $clk_period * $clk_io_pct] -clock clk0 $non_clock_inputs
set_output_delay [expr $clk_period * $clk_io_pct] -clock clk0 [all_outputs]
```
==> flow_summary.ini <==
; implementation run metrics
[yosys]
ys_warn_count = 2
postSynthSeqShare_pct = 59.8
syn_area_um2 = 6630
synthCells = 438
synth_top_flop_cell = edfxtp_1
avgSynthCellArea_um2 = 15.1
edf_count = 128
synth-async-reset-ratio_pct = 0
ys_types = 70
ys_cells = 438
ys_chip_area_um2 = 6630
numSynthFlops = 134

[layout]
fill_cells = 974
layout_top_cell = edfxtp_1
area_growth_pct = 13.3
drive_above_1_share_pct = 38.4
lay_top_cells = 128 x edfxtp_1, 111 x mux2_2, 21 x clkdlybuf4s50_1

[final_timing]
tightest_slew_ps = 899
max_freq_mhz = 312
fin_crit_sh_pct = 68.2
finalSetupTns_ps = 0
worst_slack_ps = 1500
min_period_ps = 3200
skew_ps = 4.76
rsz0062_at_grt = false
hold_viol = 0
setup_viol = 0
maxSlewHeadroom_pct = 40.1
drv_slew = 0

[detailed_routing]
vias_per_cell = 5.66
dr_total_vias = 3629
antenna-diode-count = 0
drtIter0Drc = 300
dr.pass1.iters = 4
finalWirelength_mm = 12.4
drtAntennaViolNets = 0
drt-wirelength-per-cell_um = 19.3
drc = 0

[setup_path]
crit_top_cell = inv_1
reg2reg_slack_ps = 1930
reg2reg_depth = 6
cp_max_fo = 14
criticalPathCategory = register to primary output
slowest_stage = dfxtp_1
cp-start-kind = register
cp.required_ps = 3760
timing.rr.start = cnt[0]
arrival_ps = 2260
rr_endpoint = buffer[8][6]
crit_buf_inv = 3
end_kind = primary output
cp_cell_sequence = inv_1, ha_1, nand3_1, inv_1, clkdlybuf4s50_1
critPathTopFamily = buffers and inverters
cpPeakStageDelay_ps = 610

[floorplanning]
die_area_um2 = 13700
placementRows = 41
initCoreUtil_pct = 51.9
top_level_ports = 22
die_w_um = 117
die.size.y_um = 117
core_area_um2 = 12800

[power_and_ir_drop]
power_density_nw_per_um2 = 394
leakage_nw = 2.49
ir_worst_vdd_mv = 0.221

[global_routing]
grt_pass1_vias = 3701
track_usage_pct = 21.0
overflow = 0
grt_max_degree = 33
grt_pass1_wl_mm = 20.1
antenna_found_initial = 0

[clocking]
path_clk_slew_ps = 50
h-tree-depth = 4
cts-buffers-inserted = 17
post_cts_resized = 0
clock_latency_ps = 420
post_cts.repair.setup_buffers = 0
tritoncts = yes
ctsHoldBuffers = 0
clock_sinks = 134
cts_root_buffer = clkbuf_16
ctsLongestPathBuffers = 2

[placement]
io_buffers = 21
dp_hpwl_mm = 8.32
dp_slack_ps = 1180
gp_congestion = 0.890

[flow_run]
maxCapViolCount = 0
warnings = 29

[min_path]
min_to = empty
hold_start = empty
worstHoldPathType = register to register
hold_depth = 2

[outcome]
outcome = completed
==> how the worst max path moves through the flow <==
stage,cells past startpoint,from,endpoint,slack [ps]
after CTS,5,cnt[0],full,1490
after global routing,5,cnt[0],full,1380
final,5,cnt[0],full,1500
==> registers in the layout, summed over array words and instances (netlist names) <==
| signal | cells |
|---|---|
| buffer | 128 |
| empty | 1 |
| cnt | 5 |
==> kinds of logic (layout without fill, tap and decap cells) <==
family / count (synthesis) / count (layout) / share of synthesized area (%)
multiplexers: 121 / 121 / 21.0
AND/OR/NAND/NOR: 72 / 72 / 6.70
AND-OR/OR-AND: 65 / 65 / 8.03
adder cells (fa/ha/maj): 6 / 6 / 1.13
XOR/XNOR: 4 / 4 / 0.528
buffers and inverters: 36 / 67 / 2.89
flip-flops: 134 / 134 / 59.8
==> synthesized netlist by cell type (all sizes together) (6+ instances only) <==
library cell	n	area, µm²
mux2	120	1380
a21oi	23	126
ha	6	75.1
nand2	20	87.6
inv	7	28.8
dfxtp	6	120
nand3	7	35.0
buf	16	114
nor2	13	51.3
clkbuf	13	48.8
edfxtp	128	3840
o21ai	12	67.6
==> area by class of cell <==
type	instances	area [µm²]	area share, %
clock buffer	18	429	5.71
sequential	134	3960	52.8
clock inverter	14	135	1.80
inverter	7	28.8	0.383
tap	172	215	2.86
multi-input combinational	268	2480	33.0
timing repair buffer	28	263	3.50
==> stage by stage <==
stage / hold WS, ps / utilization [%] / cells / total power, mW / instance area, µm²
2_1_floorplan: 445 / - / 438 / 1.63 / 6630
3_5_place_dp: 489 / 54.4 / 609 / 1.74 / 6950
3_3_place_gp: 494 / 54.4 / 609 / 1.73 / 6950
5_1_grt: 556 / 58.8 / 641 / 3.08 / 7510
6_report: 515 / 58.8 / 641 / 2.96 / 7510
4_1_cts: 512 / 58.8 / 641 / 2.99 / 7510
==> metal layers <==
layer / up-vias / share of wire (%) / track usage (%)
li1: 1739 / - / -
met1: 1785 / 43 / 31.5
met2: 87 / 50 / 33.6
met3: 18 / 4.1 / 4.77
met4: 0 / 2.8 / 5.23
met5: - / 0 / 0
==> power breakdown <==
part / switching, mW / internal [mW]
Sequential: 0.0278 / 1.38
Combinational: 0.170 / 0.126
Clock: 0.481 / 0.773
Total: 0.679 / 2.28
==> worst reg2reg max path: stages (launching register included) <==
cell and delay (ps):
dfxtp_1 610, inv_1 220, ha_1 390, nand2_1 250, nor3_2 110, a32oi_2 540, mux2_2 400
Power is estimated from default activity; no workload was simulated.
