`design/flow/constraint.sdc`:
```
current_design real_mul

set clk_period 41.7
set clk_io_pct 0.2

create_clock -name clk0 -period $clk_period

set non_clock_inputs [all_inputs -no_clocks]
set_input_delay [expr $clk_period * $clk_io_pct] -clock clk0 $non_clock_inputs
set_output_delay [expr $clk_period * $clk_io_pct] -clock clk0 [all_outputs]
```
`design/flow/config.mk`:
```
export PLATFORM = sky130hd
export DESIGN_NAME = real_mul
export DESIGN_NICKNAME = real_mul
export VERILOG_FILES = /design/flow/design.v
export SDC_FILE = /design/flow/constraint.sdc
export NUM_CORES = 4
export LEC_CHECK = 1
export CORE_UTILIZATION = 30
```
`design/flow/run.sh`:
```
#!/bin/bash
# OpenROAD 26Q1-2900-gdf79404cd8, Yosys 0.63+post, stock flow scripts
make -C /OpenROAD-flow-scripts/flow DESIGN_CONFIG=/design/flow/config.mk WORK_HOME=/design/flow/orfs finish
```
`design/flow/design.v`:
```
module operand_analyzer (
    input [31:0] operand,
    output is_zero,
    output is_normalized,
    output is_denormalized,
    output is_infinity,
    output is_nan,
    output is_snan,       
    output is_qnan,       
    output sign          
);
    wire sign_bit = operand[31];
    wire [7:0] exponent = operand[30:23];
    wire [22:0] mantissa = operand[22:0];
    wire exponent_all_zero = (exponent == 8'h00);
    wire exponent_all_one = (exponent == 8'hFF);
    wire exponent_normal = !exponent_all_zero && !exponent_all_one;
    wire mantissa_all_zero = (mantissa == 23'h000000);
    wire mantissa_not_zero = (mantissa != 23'h000000);
    assign is_zero = exponent_all_zero && mantissa_all_zero;
    assign is_denormalized = exponent_all_zero && mantissa_not_zero;
    assign is_normalized = exponent_normal;
    assign is_infinity = exponent_all_one && mantissa_all_zero;
    assign is_nan = exponent_all_one && mantissa_not_zero;
    assign is_snan = is_nan && !mantissa[22];   
    assign is_qnan = is_nan && mantissa[22];    
    assign sign = sign_bit;
endmodule
module operation_analyzer (
    input wire [31:0] op_a,
    input wire [31:0] op_b,
    output wire [3:0] special_case  
);
    wire a_zero, a_normalized, a_denormalized, a_infinity, a_nan, a_snan, a_qnan, a_sign;
    operand_analyzer analyzer_a (
        .operand(op_a),
        .is_zero(a_zero),
        .is_normalized(a_normalized),
        .is_denormalized(a_denormalized),
        .is_infinity(a_infinity),
        .is_nan(a_nan),
        .is_snan(a_snan),
        .is_qnan(a_qnan),
        .sign(a_sign)
    );
    wire b_zero, b_normalized, b_denormalized, b_infinity, b_nan, b_snan, b_qnan, b_sign;
    operand_analyzer analyzer_b (
        .operand(op_b),
        .is_zero(b_zero),
        .is_normalized(b_normalized),
        .is_denormalized(b_denormalized),
        .is_infinity(b_infinity),
        .is_nan(b_nan),
        .is_snan(b_snan),
        .is_qnan(b_qnan),
        .sign(b_sign)
    );
    wire a_is_zero = a_zero || a_denormalized;
    wire b_is_zero = b_zero || b_denormalized;
    wire any_zero = a_is_zero || b_is_zero;
    wire any_infinity = a_infinity || b_infinity;
    wire any_nan = a_nan || b_nan;
    assign special_case[3] = any_nan;                             
    assign special_case[2] = any_zero && any_infinity && !any_nan;  
    assign special_case[1] = any_zero && !any_infinity && !any_nan;  
    assign special_case[0] = any_infinity && !any_zero && !any_nan;  
endmodule
module pre_res #(
    parameter EXP_W = 8,      
    parameter MANT_W = 23     
) (
    input wire [31:0] op_a,           
    input wire [31:0] op_b,           
    input wire [3:0] special_case,    
    output wire [31:0] result         
);
    wire sign_a = op_a[31];
    wire sign_b = op_b[31];
    wire [EXP_W-1:0] exp_a = op_a[30:23];
    wire [EXP_W-1:0] exp_b = op_b[30:23];
    wire [MANT_W-1:0] mant_a = op_a[22:0];
    wire [MANT_W-1:0] mant_b = op_b[22:0];
    wire result_sign = sign_a ^ sign_b;
    wire [EXP_W-1:0] exp_all_ones = {EXP_W{1'b1}};
    wire [EXP_W-1:0] exp_all_zeros = {EXP_W{1'b0}};
    wire [MANT_W-1:0] mant_all_zeros = {MANT_W{1'b0}};
    wire [MANT_W-1:0] mant_nan_pattern = {1'b1, {MANT_W-1{1'b0}}};
    wire [31:0] case1_result = {
        op_a[31],        
        op_a[30:23],     
        {1'b1, op_a[21:0]}  
    };
    wire [31:0] case2_result = {
        1'b1,            
        exp_all_ones,    
        mant_nan_pattern  
    };
    wire [31:0] case3_result = {
        result_sign,     
        exp_all_zeros,   
        mant_all_zeros   
    };
    wire [31:0] case4_result = {
        result_sign,     
        exp_all_ones,    
        mant_all_zeros   
    };
    assign result = special_case[3] ? case1_result :   
                   special_case[2] ? case2_result :   
                   special_case[1] ? case3_result :   
                   special_case[0] ? case4_result :   
                   {result_sign, exp_all_zeros, mant_all_zeros};  
endmodule
module rounding_module (
    input wire [1:0] round_mode,           
    input wire [TOTAL_WIDTH-1:0] input_value,   
    input wire sign_bit,                   
    output wire [HIGH_PART_WIDTH-1:0] rounded,  
    output wire precision_flag,            
    output wire overflow_flag,             
    output wire no_rounding_flag           
);
    parameter IS_DOUBLE = 0;
    parameter HIGH_PART_WIDTH = (IS_DOUBLE) ? 52 : 23;
    parameter LOW_PART_WIDTH = (IS_DOUBLE) ? 53 : 24;
    parameter TOTAL_WIDTH = (IS_DOUBLE) ? 106 : 48;
    wire increment_needed;                 
    wire [HIGH_PART_WIDTH-1:0] high_part;  
    wire [LOW_PART_WIDTH-1:0] low_part;    
    wire [HIGH_PART_WIDTH-1:0] incremented_value;  
    wire overflow_detected;                
    assign high_part = input_value[TOTAL_WIDTH-1:LOW_PART_WIDTH];
    assign low_part = input_value[LOW_PART_WIDTH-1:0];
    wire increment_zero;       
    wire increment_pinf;       
    wire increment_ninf;       
    wire increment_nearest;    
    assign increment_zero = 1'b0;
    assign increment_pinf = (!sign_bit) && (|low_part);
    assign increment_ninf = sign_bit && (|low_part);
    wire msb_guard = low_part[LOW_PART_WIDTH-1];
    wire other_guard_bits = |low_part[LOW_PART_WIDTH-2:0];
    wire lsb_high = high_part[0];
    assign increment_nearest = msb_guard && (other_guard_bits || lsb_high);
    assign increment_needed = 
        (round_mode == 2'b00) ? increment_zero :
        (round_mode == 2'b01) ? increment_pinf :
        (round_mode == 2'b10) ? increment_ninf :
        increment_nearest;
    assign incremented_value = high_part + increment_needed;
    assign overflow_detected = (&high_part) && increment_needed;
    assign rounded = overflow_detected ? 
                     {1'b0, {(HIGH_PART_WIDTH-1){1'b1}}} : 
                     incremented_value;
    assign precision_flag = (low_part == {LOW_PART_WIDTH{1'b0}});   
    assign overflow_flag = overflow_detected;
    assign no_rounding_flag = !increment_needed;       
endmodule
module exp_corr  #(
    parameter IS_DOUBLE  = 0,
    parameter EXP_WIDTH  = IS_DOUBLE == 1 ? 11 : 8,
    parameter MANT_WIDTH = IS_DOUBLE == 1 ? 52 : 23
)(
    input  wire                              overflow_flag,
    input  wire [2*MANT_WIDTH+1:0]           mantissa_product,
    input  wire [EXP_WIDTH-1:0]              exponent_a,
    input  wire [EXP_WIDTH-1:0]              exponent_b,
    output wire [EXP_WIDTH-1:0]              exponent_corrected
);
    localparam BIAS = IS_DOUBLE ? 1023 : 127;
    wire [EXP_WIDTH:0] exponent_sum;
    assign exponent_sum = exponent_a + exponent_b - BIAS;
    wire msb_pattern_01 = (mantissa_product[2*MANT_WIDTH+1:2*MANT_WIDTH] == 2'b01);
    wire msb_pattern_10 = (mantissa_product[2*MANT_WIDTH+1:2*MANT_WIDTH] == 2'b10);
    wire msb_pattern_11 = (mantissa_product[2*MANT_WIDTH+1:2*MANT_WIDTH] == 2'b11);
    wire [1:0] exponent_correction;
    assign exponent_correction = msb_pattern_01 ? {1'b0, overflow_flag} :            
                                 msb_pattern_10 ?  2'b01 :                           
                                 msb_pattern_11 ? (overflow_flag ? 2'b10 : 2'b01) :  
                                                   2'b00;                            
    assign exponent_corrected = exponent_sum + exponent_correction;
endmodule 
module real_mul #(
    parameter IS_DOUBLE = 0,
    parameter EXP_W = (IS_DOUBLE) ? 11 : 8,
    parameter MANT_W = (IS_DOUBLE) ? 52 : 23
) (
    input wire clk,
    input wire rst,
    input wire [63:0] op1,
    input wire [63:0] op2,
    output wire [63:0] result
);
    wire [31:0] op_a = IS_DOUBLE ? op1[63:32] : op1[31:0];
    wire [31:0] op_b = IS_DOUBLE ? op2[63:32] : op2[31:0];
    wire [3:0] special_case;
    wire sign_a, sign_b;
    wire [EXP_W-1:0] exp_a, exp_b;
    wire [MANT_W-1:0] mant_a, mant_b;
    wire [2*MANT_W+1:0] mantissa_product;
    wire [MANT_W:0] normalized_mant;
    wire [EXP_W-1:0] product_exp;
    wire exp_overflow;
    localparam TOTAL_WIDTH = (IS_DOUBLE) ? 106 : 48;
    localparam LOW_PART_WIDTH = (IS_DOUBLE) ? 53 : 24;
    wire [MANT_W-1:0] rounded_mant;
    wire rounding_overflow, rounding_precision, rounding_no_rounding;
    operation_analyzer analyzer (
        .op_a(op_a),
        .op_b(op_b),
        .special_case(special_case)
    );
    wire [31:0] result_special;
    pre_res #(
        .EXP_W(EXP_W),
        .MANT_W(MANT_W)
    ) pre_result (
        .op_a(op_a),
        .op_b(op_b),
        .special_case(special_case),
        .result(result_special)
    );
    wire has_special_case = |special_case;
    assign sign_a = op_a[31];
    assign sign_b = op_b[31];
    assign exp_a = op_a[30:23];
    assign exp_b = op_b[30:23];
    assign mant_a = op_a[22:0];
    assign mant_b = op_b[22:0];
    wire a_is_normalized = (exp_a != 0);
    wire b_is_normalized = (exp_b != 0);
    wire [MANT_W:0] extended_mant_a = {a_is_normalized, mant_a};
    wire [MANT_W:0] extended_mant_b = {b_is_normalized, mant_b};
    assign mantissa_product = extended_mant_a * extended_mant_b;
    wire need_normalization = mantissa_product[2*MANT_W+1];
    assign normalized_mant = need_normalization ? 
                            mantissa_product[2*MANT_W:MANT_W] : 
                            mantissa_product[2*MANT_W-1:MANT_W-1];
    exp_corr #(
        .IS_DOUBLE(IS_DOUBLE),
        .EXP_WIDTH(EXP_W),
        .MANT_WIDTH(MANT_W)
    ) exp_corrector (
        .overflow_flag(1'b0),  
        .mantissa_product(mantissa_product),
        .exponent_a(exp_a),
        .exponent_b(exp_b),
        .exponent_corrected(product_exp)
    );
    wire [TOTAL_WIDTH-1:0] rounding_input;
    assign rounding_input = {normalized_mant, mantissa_product[MANT_W-2:0], {(TOTAL_WIDTH-2*MANT_W-1){1'b0}}};
    rounding_module #(
        .IS_DOUBLE(IS_DOUBLE),
        .HIGH_PART_WIDTH(MANT_W),
        .LOW_PART_WIDTH(LOW_PART_WIDTH),
        .TOTAL_WIDTH(TOTAL_WIDTH)
    ) rounder (
        .round_mode(2'b11),  
        .input_value(rounding_input),
        .sign_bit(sign_a ^ sign_b),
        .rounded(rounded_mant),
        .precision_flag(rounding_precision),
        .overflow_flag(rounding_overflow),
        .no_rounding_flag(rounding_no_rounding)
    );
    wire [31:0] normal_result = {
        sign_a ^ sign_b,     
        product_exp,         
        rounded_mant         
    };
    wire [31:0] single_result = has_special_case ? result_special : normal_result;
    assign result = IS_DOUBLE ? {single_result, 32'b0} : {32'b0, single_result};
endmodule
```
==> flow_metrics.tcl <==
# flow metrics
set metrics [dict create \
    drc 0 \
    rsz0062_at_grt "false" \
    fp-row-count 99 \
    holdBufCountCts 0 \
    startpoint_type "primary input" \
    ys_seq_frac 0 \
    numPortBuffers 96 \
    place.gp.congestion 0.937 \
    grt_usage 0.177 \
    worstHoldPathCells 4 \
    ys_top_cells_by_count "inv_1 (531), fa_1 (483), nand2_1 (446)" \
    initCoreUtil 0.305 \
    drt_pass1_iterations 17 \
    period_minus_slack_ps 27260 \
    ant_nets 0 \
    yosys_cells 2700 \
    antenna_found_initial 0 \
    worst_slew_pin_slew_ps 839 \
    most_common_cell "inv_1" \
    core_area_mm2 0.0733 \
    worst_setup_path_end_kind "output pin" \
    crit_path_start "op1[30]" \
    slew_headroom 0.441 \
    hold_viol_final 0 \
    fin_tns_setup_ps 0 \
    yosys_warnings 0 \
    die_area_mm2 0.0755 \
    top_cell_area_share 0.433 \
    setup_viol_count_final 0 \
    arrival_ps 18920 \
    grt_max_degree 35 \
    cts-resized-gates 0 \
    period_used_share 0.654 \
    hpwl_mm 48.1 \
    wl_per_cell_um 16.7 \
    path_delay_family "adder cells" \
    netlist_instances 2700 \
    critPathRequiredTime_ps 33360 \
    grt_first_pass_wirelength_mm 101 \
    fmax_mhz 36.7 \
    dieHeight_um 275 \
    die_x_um 275 \
    final_util 0.329 \
    worstSetupPathType "in -> out" \
    ys_types 97 \
    vias 17800 \
    cp_num_buf_inv 7 \
    ys_area_mm2 0.0223 \
    syn_avg_cell_area_um2 8.27 \
    warnings 98 \
    cp_max_fo 34 \
    fillers 7706 \
    slowest_stage "or4_1" \
    routed_wl_mm 61.0 \
    clockBufferCount 0 \
    first_global_vias 18400 \
    ios 194 \
    seq_cells 0 \
    cts_setup_buffers 0 \
    outcome "finished clean" \
    hold_path_startpoint "op1[31]" \
    critPathMaxStageDelay_ps 600 \
    slew_violations 0 \
    drive_gt1_frac 0.0357 \
    viasPerCell 4.88 \
    syn_area_mm2 0.0223 \
    crit_top_cell "fa_1" \
    area_leaders "fa_1 (43%), ha_1 (11%), inv_1 (8.9%)" \
    cp_num_cells 33 \
    top_area_cell "fa_1" \
    drv_cap 0 \
    holdCritPathClass "in -> out" \
    syn2layout_area_growth_pct 8.03 \
    first_iter_violations 852 \
    overflow 0 \
    antennaDiodeCount 0 \
    regArea_um2 0 \
]
## area by class of cell
cell class	count	area (um^2)	area share
multi-input combinational	2008	19600	0.811
inverter	533	2000	0.0829
timing repair buffer	148	1350	0.0560
tap	959	1200	0.0497
## worst paths after layout
check / endpoint / slack [ps]
hold / removal: result[31] / 17640
setup / recovery: result[16] / 14440
## layer usage
layer / part of all wire / track usage
met5: 0 / 0.00564
met1: 0.44 / 0.253
met2: 0.46 / 0.274
met3: 0.086 / 0.0608
met4: 0.013 / 0.0172
## layout by cell type, fill, tap and decap left out, types with 5 or more instances in the layout
cell	netlist	layout
fa_1	483	483
a21o_1	38	38
and3_1	10	10
xnor2_1	35	35
nand4_1	37	37
a211o_1	7	7
nor2_1	65	65
o21bai_1	5	5
mux2i_1	13	13
a211oi_1	12	12
nand3_1	18	18
nor3_1	34	34
o21ai_1	9	9
a21oi_2	10	10
or3_1	13	13
xor2_1	18	18
nor2b_1	5	5
o21ai_0	46	46
clkdlybuf4s50_1	0	96
nand2b_1	6	6
nand2_1	446	446
a21oi_1	74	74
conb_1	1	32
a31oi_1	7	7
nor4_1	27	27
inv_1	531	531
ha_1	189	189
buf_4	37	52
and2_1	233	233
o31ai_1	9	8
o211ai_1	11	11
a221o_1	5	5
o21a_1	14	14
## cell families (layout without fill, tap and decap cells)
logic type | Yosys count | count (layout) | share of synthesized area
muxes | 14 | 14 | 0.00633
buffers and inverters | 723 | 681 | 0.129
other | 1 | 32 | 0.000168
AOI/OAI and AO/OA | 306 | 306 | 0.0968
adders and majority gates | 672 | 672 | 0.539
xor gates and xnor gates | 54 | 54 | 0.0215
and+or+nand+nor | 930 | 930 | 0.207
## per-stage QoR
step	setup WS, ps	instance area, um^2	hold WS [ps]	std cells
global placement	14360	24100	17640	3648
floorplan	16280	22400	16730	2731
detailed placement	14430	24100	17640	3648
finish	14440	24100	17640	3648
global route	13780	24100	17700	3648
CTS	14370	24100	17650	3648
